==> flow/design.v <==
module alu_add (
    input  logic [31:0] A,
    input  logic [31:0] B,
    input  logic [3:0] opcode,
    input  logic en,
    output logic [31:0] result
);
    localparam [3:0] OPCODE_ADD = 4'b0000;
    localparam [3:0] OPCODE_SUB = 4'b0001;
    localparam [3:0] OPCODE_LT = 4'b0010;
    localparam [3:0] OPCODE_GT = 4'b0011;
    logic [31:0] result_internal;
    logic [31:0] _a, _b;
    logic [31:0] add_sub_result;
    logic [31:0] _b_mod;
    logic is_sub;
    logic carry_in;
    logic [32:0] sub_result_ext;
    logic sign_flag, overflow_flag, zero_flag;
 logic lt_result;  logic gt_result; 
    always_comb begin
        _a              = A;
        _b              = B;
        result_internal = 32'b0;
        is_sub         = 1'b0;
        _b_mod         = 32'b0;
        carry_in       = 1'b0;
        add_sub_result = 32'b0;
        sub_result_ext  = 33'b0;
        sign_flag       = 1'b0;
        overflow_flag   = 1'b0;
        zero_flag       = 1'b0;
 lt_result = 1'b0;  gt_result = 1'b0; 
        if (en) begin
            is_sub = (opcode == OPCODE_SUB);
            _b_mod = is_sub ? ~_b : _b;
            carry_in = is_sub ? 1'b1 : 1'b0;
            add_sub_result = _a + _b_mod + { 31'b0, carry_in };
            sub_result_ext = {1'b0, _a} - {1'b0, _b};
            sign_flag = sub_result_ext[32];
            overflow_flag = (_a[31] != _b[31]) && (sub_result_ext[31] != _a[31]);
            zero_flag = (sub_result_ext[31:0] == 0);
 lt_result = (sign_flag ^ overflow_flag);  gt_result = !(sign_flag ^ overflow_flag || zero_flag); 
            case (opcode)
                OPCODE_ADD: result_internal = add_sub_result;
                OPCODE_SUB: result_internal = add_sub_result;
                OPCODE_LT: result_internal = 32'(lt_result);
                OPCODE_GT: result_internal = 32'(gt_result);
                default: result_internal = 32'b0;
            endcase
        end else begin
            result_internal = '0;
        end
    end
    assign result = result_internal;
endmodule
module alu_bool (
    input  logic [31:0] A,
    input  logic [31:0] B,
    input  logic [3:0] opcode,
    input logic en,
    output logic [31:0] result
);
    localparam [3:0] OPCODE_XOR = 4'b0100;
    always_comb begin
        result = 32'b0;  
        if (en) begin
            case (opcode)
                OPCODE_XOR:       result = A ^ B;
                default:          result = 32'b0;
            endcase
        end
    end
endmodule
module alu_shift (
    input  logic [31:0] A,
    input  logic [31:0] B,  
    input  logic [3:0] opcode,
    input logic en,
    output logic [31:0] result
);
    localparam [3:0] OPCODE_SLL = 4'b0101;
    localparam [3:0] OPCODE_SAR = 4'b0110;
    localparam [3:0] OPCODE_ROTATIONLEFT = 4'b0111;
    localparam [3:0] OPCODE_ROTATIONRIGHT = 4'b1000;
    always_comb begin
        result = 32'b0;  
        if (en) begin
            case (opcode)
                OPCODE_SLL:        result = A << B;
                OPCODE_SAR:        result = $signed(A) >>> B;
                OPCODE_ROTATIONLEFT:   result = (A << B) | (A >> (32 - B));
                OPCODE_ROTATIONRIGHT:  result = (A >> B) | (A << (32 - B));
                default:           result = 0;
            endcase
        end
    end
endmodule
module mux_generic (
    input  logic [31:0] in_add,
    input  logic [31:0] in_bool,
    input  logic [31:0] in_shift,
    input  logic [2:0] en,
    input  logic        clk,
    output logic [31:0] out
);
    logic [31:0] out_comb;
    always_comb begin
        out_comb = 32'b0;
        if (en[0])
            out_comb |= in_add;
        if (en[1])
            out_comb |= in_bool;
        if (en[2])
            out_comb |= in_shift;
    end
    always_ff @(posedge clk) begin
        out <= out_comb;
    end
endmodule
module templatized_alu (
  input  logic        clk,
  input  logic [31:0]  A,
  input  logic [31:0]  B,
  input  logic [3:0] op,
  output logic [31:0]  out
);
  logic [31:0] temp [2:0];
  logic [2:0] en;
  logic [31:0] A_data;
  logic [31:0] B_data;
  always_ff @(posedge clk) begin
      A_data <= A;
      B_data <= B;
  end
  templatized_alu_control control_inst (
    .op_code (op),
    .en      (en)
  );
  alu_add alu_add_inst_0 (
    .A     (A_data),
    .B     (B_data),
    .opcode(op),
    .en    (en[0]),
    .result(temp[0])
  );
  alu_bool alu_bool_inst_1 (
    .A     (A_data),
    .B     (B_data),
    .opcode(op),
    .en    (en[1]),
    .result(temp[1])
  );
  alu_shift alu_shift_inst_2 (
    .A     (A_data),
    .B     (B_data),
    .opcode(op),
    .en    (en[2]),
    .result(temp[2])
  );
  mux_generic mux_generic_inst (
    .in_add   ( temp[0] ),
    .in_bool   ( temp[1] ),
    .in_shift   ( temp[2] ),
    .en           ( en ),
    .clk          ( clk ),
    .out          ( out )
  );
endmodule
module templatized_alu_control (
    input  logic [3:0] op_code,
    output logic [2:0] en
);
    localparam logic [3:0] OPCODE_ADD = 4'b0000;
    localparam logic [3:0] OPCODE_SUB = 4'b0001;
    localparam logic [3:0] OPCODE_LT = 4'b0010;
    localparam logic [3:0] OPCODE_GT = 4'b0011;
    localparam logic [3:0] OPCODE_XOR = 4'b0100;
    localparam logic [3:0] OPCODE_SLL = 4'b0101;
    localparam logic [3:0] OPCODE_SAR = 4'b0110;
    localparam logic [3:0] OPCODE_ROTATIONLEFT = 4'b0111;
    localparam logic [3:0] OPCODE_ROTATIONRIGHT = 4'b1000;
    always_comb begin
        en = 3'b0;
        unique case (op_code)
            OPCODE_ADD: en = {1'b1, 1'b0, 1'b0};   
            OPCODE_SUB: en = {1'b1, 1'b0, 1'b0};   
            OPCODE_LT: en = {1'b1, 1'b0, 1'b0};   
            OPCODE_GT: en = {1'b1, 1'b0, 1'b0};   
            OPCODE_XOR: en = {1'b0, 1'b1, 1'b0};   
            OPCODE_SLL: en = {1'b0, 1'b0, 1'b1};   
            OPCODE_SAR: en = {1'b0, 1'b0, 1'b1};   
            OPCODE_ROTATIONLEFT: en = {1'b0, 1'b0, 1'b1};   
            OPCODE_ROTATIONRIGHT: en = {1'b0, 1'b0, 1'b1};   
            default: en = 3'b0;
        endcase
    end
endmodule
==> flow/run.sh <==
#!/bin/bash
# OpenROAD 26Q1-2900-gdf79404cd8, Yosys 0.63+post, stock flow scripts
make -C /OpenROAD-flow-scripts/flow DESIGN_CONFIG=/design/flow/config.mk WORK_HOME=/design/flow/orfs finish
==> flow/config.mk <==
export PLATFORM = sky130hd
export DESIGN_NAME = templatized_alu
export DESIGN_NICKNAME = templatized_alu
export VERILOG_FILES = /design/flow/design.v
export SDC_FILE = /design/flow/constraint.sdc
export NUM_CORES = 4
export LEC_CHECK = 1
export CORE_UTILIZATION = 50
==> flow/constraint.sdc <==
current_design templatized_alu

set clk_period 1.7
set clk_io_pct 0.2

create_clock -name clk0 -period $clk_period [get_ports {clk}]

set non_clock_inputs [all_inputs -no_clocks]
set_input_delay [expr $clk_period * $clk_io_pct] -clock clk0 $non_clock_inputs
set_output_delay [expr $clk_period * $clk_io_pct] -clock clk0 [all_outputs]
==> metrics.yaml <==
status: "finished clean"
yosys.stat.chipArea_mm2: 0.00264
synthXorXnorAreaFrac_pct: 0
crit_buf_inv: 1
cts_sinks: 96
max_slew.worst_pin.slew_ns: 0.231
register_area_mm2: 0.00192
finalSetupViolations: 0
crit_path_max_fanout: 1
p_leak_uw: 0.00177
num_io_pins: 101
maxCapViolCount: 0
aoi_share_pct: 0
final_cell_mix: "clkdlybuf4s50_1, dfxtp_1, inv_1, ha_1, nor2_1"
ctsHoldBuffers: 0
grt_max_degree: 17
cts_root_buf: "clkbuf_8"
cts_buffer_depth: 2
fp_util_pct: 51.6
powerDensity_mw_per_mm2: 1010
yosys_cells: 197
yosysUniqueCellTypes: 8
synthDominantCellAreaShare_pct: 72.9
grt_overflow: 0
wl_um: 3840
slew_viol_final: 0
period_needed_ns: 1.46
area_delta_synth_final_pct: 47.4
cts_max_level: 3
final_layout_size_suffix_gt1_share_pct: 8.36
rsz0062_at_grt: "false"
finalSetupTns_ns: 0
path_cells: "clkdlybuf4s50_1"
synth.avg_cell_area_um2: 13.4
topCellsByArea: "dfxtp_1, ha_1, inv_1"
adder_share_pct: 15.2
vias: 1510
clock_latency_ns: 0.33
mux_area_share_pct: 0
synth_simple_gate_area_share_pct: 5.89
max_freq_mhz: 686
syn-cell-area_mm2: 0.00264
ys_ff: 96
antennaDiodeCount: 0
finalClockPeriodUsage_pct: 85.8
tritoncts: "done"
hpwl_um: 2800
clkTransAtPathRegs_ns: 0.08
place_area_mm2: 0.00370
end_kind: "output port"
cp.required_ns: 1.36
layout_top_cell: "clkdlybuf4s50_1"
io_buffers: 100
postCtsSetupBuffers: 0
die_y_um: 74.6
rows: 26
wl_per_cell_um: 10.1
grt_pass1_wl_um: 5790
top_logic_kind: "adder cells"
warnings: 58
cts-buffers-inserted: 9
track_usage_pct: 14.6
crit_arrival_ns: 1.12
drc_errors: 0
peakVddDrop_v: 0.000669
synthCells: 197
finalHoldViolCount: 0
ys_seq_share_pct: 72.9
crit_slowest_cell: "clkdlybuf4s50_1"
drtIter0Drc: 36
comb_area_um2: 556
fp.coreArea_mm2: 0.00511
fin_skew_ns: 0.00553
worst_setup_path_start_kind: "flip-flop"
hold_path.class: "primary input to flip-flop"
chipArea_mm2: 0.00557
stdcell_count: 381
whs_ns: 0.442
fin_area_mm2: 0.00389
placed_cells: 365
cts-resized-gates: 0
slew_headroom_pct: 84.6
top_area_cell: "dfxtp_1"
gp_congestion: 0.741
ant_nets: 0
cp_top_family: "buffers and inverters"
ys_warn_count: 7
slowest_delay_ns: 0.49
final_core_util_pct: 76.1
grt_pass1_vias: 1380
viasPerCell: 3.96
path_class: "flip-flop to output port"
grt_antenna_before_repair: 0
firstDrtPassIters: 3
dieWidth_um: 74.6
fillers: 362
-- cells in the mapped netlist (all sizes together) --
master and instances:
buf 4, dfxtp 96, or4b 1, nor2 32, inv 32, ha 32
-- layer usage --
metal	track usage [%]	share of wire, %	routed length (µm)	up-vias
li1	-	-	-	779
met1	21.8	44	1700	664
met2	20.7	43	1650	63
met3	6.24	12	452	4
met4	3.56	1.1	42	0
met5	0	0	0	-
-- final cells by class --
class	instances	area share (%)
Sequential cell	96	49.5
Timing Repair Buffer	102	26.1
Multi-Input combinational cell	65	14.3
Clock buffer	14	4.44
Inverter	32	3.09
Tap cell	70	2.25
Clock inverter	2	0.322
-- state kept, by name (all words and copies together), names as in the netlist --
signal and flops:
A_data 32, B_data 32, mux_generic_inst.out 32
-- final timing paths --
check             slack, ns  cells after the start               startpoint                       to
setup reg to reg       0.91                      3                B_data[2]  mux_generic_inst.out[2]
setup / recovery       0.24                      1  mux_generic_inst.out[2]                   out[2]
hold reg to reg        0.50                      2                B_data[0]  mux_generic_inst.out[0]
hold / removal         0.44                      1                    A[22]               A_data[22]
-- cells by family (layout without fill, tap and decap cells) --
| group | after synthesis | after routing |
|---|---|---|
| buffers and inverters | 36 | 150 |
| adders and majority gates | 32 | 32 |
| DFF | 96 | 96 |
| and+or+nand+nor | 33 | 33 |
-- metrics by stage --
step | setup WS, ns | power (µW)
after global placement | 0.0236 | 2670
after global routing | 0.178 | 4130
after floorplan | 0.436 | 2480
final | 0.242 | 3940
after CTS | 0.206 | 3990
after detailed placement | 0.00826 | 2680
-- power breakdown --
group	switching [µW]	internal (µW)	total, µW	leakage, µW
clock network	667	651	1320	0.0000927
logic	63.6	191	254	0.000876
registers	24.8	2340	2370	0.000799
total	755	3180	3940	0.00177
Power and IR drop assume default switching activity.
